==> ./config.mk <==
export PLATFORM = sky130hd
export DESIGN_NAME = iMemory
export DESIGN_NICKNAME = iMemory
export VERILOG_FILES = /design/flow/design.v
export SDC_FILE = /design/flow/constraint.sdc
export NUM_CORES = 4
export LEC_CHECK = 1
export CORE_UTILIZATION = 40
export SYNTH_HDL_FRONTEND = slang
==> ./constraint.sdc <==
current_design iMemory

set clk_period 1.0
set clk_io_pct 0.2

create_clock -name clk0 -period $clk_period [get_ports {clk}]

set non_clock_inputs [all_inputs -no_clocks]
set_input_delay [expr $clk_period * $clk_io_pct] -clock clk0 $non_clock_inputs
set_output_delay [expr $clk_period * $clk_io_pct] -clock clk0 [all_outputs]
==> ./design.v <==
`timescale 1ns / 1ps
   -1
module buffer_memwb(
    input clk, 
    input reset,
    input [4:0] RegDstAddress_in,
    input [32-1:0] MemReadData_in,
    input [32-1:0] ALUResult_in,
    input MemtoReg_in, 
    input RegWrite_in,
    output reg [4:0] RegDstAddress_out,
    output reg [32-1:0] MemReadData_out,
    output reg [32-1:0] ALUResult_out,
    output reg MemtoReg_out, 
    output reg RegWrite_out
);
always@(negedge(clk),posedge(reset))
begin
    if (reset)
      begin
          RegDstAddress_out<=32'b0;
          MemReadData_out<=32'b0;
          ALUResult_out<=32'b0;
          MemtoReg_out<=32'b0; 
          RegWrite_out<=32'b0;
      end
    else
      begin  
         RegDstAddress_out<=RegDstAddress_in;
         MemReadData_out<=MemReadData_in;
         ALUResult_out<=ALUResult_in;
         MemtoReg_out<=MemtoReg_in; 
         RegWrite_out<=RegWrite_in;
      end
end
endmodule
`timescale 1ns / 1ps
   -1
module data_mem#(
    parameter SIZE=1024)(
    input clk,
    input reset,
    input write,
    input read,
    input [32 - 1:0] address,
    input [32 - 1:0] write_data,
    output reg [32 - 1:0] read_data=32'bz
    );
    localparam HIGH_IMPEDIANCE=32'bz;
    reg[32 - 1:0] dmem [SIZE-1:0];
    integer i;
    always@(*) begin
    if(write) 
    begin
        dmem[address] <= write_data;
        read_data <= HIGH_IMPEDIANCE;
    end
    if(read) 
    begin
        read_data <= write_data;
    end
    end
    initial
        $readmemh("../../../../testfiles/sumD.data", dmem);
endmodule
`timescale 1ns / 1ps
   -1
module iMemory#(parameter SIZE=1024)(
    input clk,
    input reset,
    input zero,
    input Branch,
    input MemRead,
    input MemWrite,
    input RegWrite_in,
    input MemtoReg_in,
    input [4:0] RegDstAddress_in,
    input [32-1:0] ALUResult_in,
    input [32-1:0] MemWriteData,
    output RegWrite_out,
    output MemtoReg_out,
    output PCSrc,
    output [4:0] RegDstAddress_out,
    output [32-1:0] MemReadData,
    output [32-1:0] ALUResult_out
    );
    wire [32-1:0] MemReadData_nb;
    and branchAnd(PCSrc,zero,Branch);
    data_mem#(SIZE) RAM(
    .clk(clk),
    .reset(reset),
    .write(MemWrite),
    .read(MemRead),
    .address(ALUResult_in),
    .write_data(MemWriteData),
    .read_data(MemReadData_nb)
    );
buffer_memwb BufMemWB(
    .clk(clk), 
    .reset(reset),
    .RegDstAddress_in(RegDstAddress_in),
    .MemReadData_in(MemReadData_nb),
    .ALUResult_in(ALUResult_in),
    .MemtoReg_in(MemtoReg_in), 
    .RegWrite_in(RegWrite_in),
    .RegDstAddress_out(RegDstAddress_out),
    .MemReadData_out(MemReadData),
    .ALUResult_out(ALUResult_out),
    .MemtoReg_out(MemtoReg_out), 
    .RegWrite_out(RegWrite_out)
);
endmodule
==> ./run.sh <==
#!/bin/bash
# OpenROAD 26Q1-2900-gdf79404cd8, Yosys 0.63+post, stock flow scripts
make -C /OpenROAD-flow-scripts/flow DESIGN_CONFIG=/design/flow/config.mk WORK_HOME=/design/flow/orfs finish
==> flow_summary.toml <==
# synthesis and place-and-route metrics
[clocking]
cts-root-buf = "clkbuf_8"
clkTransAtPathRegs_ps = 50
cts_tree = "yes"
postCtsSetupBuffers = 0
htreeDepth = 3
cts_max_path_buffers = 2
cts_inserted_buffers = 9

[place]
placedCellCount = 330
gp_congestion = 0.7797
hpwl_um = 3635
portBuffers = 148
dpl-instance-area_mm2 = 0.003904
dp_slack_ps = -561.1

[yosys]
avgSynthCellArea_um2 = 21.45
topCellsByArea = "dfrtn_1 78%, dlxtp_1 21%, and2_1 0.28%, or2_1 0.28%, inv_1 0.17%"
yosysChipArea_mm2 = 0.002273
common_cells = "71 x dfrtn_1, 32 x dlxtp_1, 1 x and2_1, 1 x inv_1, 1 x or2_1"
yosysCellCount = 106
ys_types = 5
syn-cell-area_mm2 = 0.002273
yosysTopAreaCellShare_pct = 78.15
ys_seq_elements = 103
ff_type = "dfrtn_1"
edf_count = 0
top_cell = "dfrtn_1"
ys.warnings.count = 0
synthArstFlopShare_pct = 68.93
syn_inst = 106
synth.largest_area_cell = "dfrtn_1"

[cells_and_area]
final_cell_area_mm2 = 0.003699
final_cells = 343
logic_area_um2 = 12.51
regArea_mm2 = 0.002257
fill_cells = 453
areaGrowthSynthToFinish_pct = 62.69
utilization_pct = 67.17
final_layout_size_suffix_gt1_share_pct = 32.47

[setup_path]
worst-path-buf-inv = 1
cp-end-kind = "output port"
crit_path_start = "BufMemWB.RegDstAddress_out[0]"
cp-start-kind = "flip-flop"
cp.depth = 1
cp_slowest_cell = "dfrtn_1"
cp.required_ps = 800
crit_family = "flip-flops"
path_max_fanout = 1
arrival_ps = 1300
max_stage_delay_ps = 380
crit_chain = "buf_2"
path_class = "flip-flop to output port"

[status]
status = "finished, violations left"
failed_checks = "negative setup slack"

[floorplanning]
die_height_um = 77.39
coreArea_mm2 = 0.005507
dieArea_mm2 = 0.005989
ios = 149
initCoreUtil_pct = 41.29
die_x_um = 77.39
rows = 27

[route]
detail-route-antenna-nets = 0
dr_total_vias = 1403
wirelength_um = 4772
first_pass_iters = 6
drtIter0Drc = 39
vias_per_cell = 4.090
antenna_cells = 0
wl_per_cell_um = 13.91
route.detailed.drc = 0

[power_and_ir_drop]
powerDensity_mw_per_mm2 = 1483
p_leak_nw = 1.779
ir_drop_uv = 785.4

[job]
maxCapViolations = 0
tool_warnings = 29

[global_route]
grt_pass1_vias = 1381
overflow = 0
grt.total_usage_pct = 17.55
grt_pass1_wl_um = 7438
antenna_found_initial = 0
grt_max_degree = 36

[final_timing]
unclocked_pins = 32
rsz0062_at_grt = "true"
max_slew_margin_pct = 42.94
hold_violations = 0
drv_slew = 0
worstMarginPinSlew_ps = 855.9
final.setup.worst_slack_ps = -504.7
untimed_endpoints = 64
setup-violations-final = 71

[worst_hold_path]
hold_class = "input pin to asynchronous set/reset pin"
-- flip-flops by register name, summed over array words and instances, names as in the netlist --
signal	count
BufMemWB.ALUResult_out	32
BufMemWB.MemReadData_out	32
RAM.read_data	32
BufMemWB.RegDstAddress_out	5
BufMemWB.MemtoReg_out	1
BufMemWB.RegWrite_out	1
-- how the worst max path moves through the flow --
stage / endpoint / slack [ps]
4_1_cts: ALUResult_out[11] / -520
5_1_grt: MemReadData[31] / -550
6_report: RegDstAddress_out[0] / -500
-- power breakdown --
group	internal, mW	switching [mW]
registers	3.13	0.0362
clock network	0.918	0.905
logic	0.360	0.133
-- routing by layer --
| layer | track usage (%) | vias to the layer above | wire [um] | part of all wire, % |
|---|---|---|---|---|
| met2 | 23.98 | 100 | 2054 | 43 |
| met4 | 3.019 | 0 | 65 | 1.4 |
| met1 | 28.26 | 649 | 1996 | 42 |
| li1 | - | 644 | - | - |
| met3 | 8.124 | 10 | 656 | 14 |
| met5 | 0 | - | 0 | 0 |
-- cells by family after synthesis --
kind of cell,Yosys count,synth area share [%]
latches,32,21.13
and+or+nand+nor,2,0.5507
DFF,71,78.15
buffers and inverters,1,0.1649
-- cells in the final DEF (no fill, tap or decap) --
| cell type | n |
|---|---|
| clkinvlp_4 | 1 |
| clkdlybuf4s15_1 | 2 |
| dlxtp_1 | 32 |
| clkdlybuf4s50_1 | 74 |
| clkbuf_8 | 10 |
| buf_4 | 2 |
| clkinv_2 | 2 |
| or2_1 | 1 |
| buf_2 | 71 |
| dlygate4sd2_1 | 1 |
| clkbuf_1 | 1 |
| dfrtn_1 | 71 |
| and2_1 | 1 |
| buf_12 | 2 |
-- cell type report --
type                       instances  area share (%)
clock buffer                      11           3.823
sequential                       103           61.03
clock inverter                     2          0.2706
multi-input combinational          2          0.3383
timing repair buffer             152           31.90
inverter                           1          0.2030
tap                               72           2.436
-- repair_timing --
item                       4_1_cts  5_1_grt
setup endpoints to repair       72       71
pin swaps                        1        0
hold endpoints to repair         0        0
hold buffers                     0        0
resized                        221        0
-- per-stage QoR --
| step | hold WS, ps | total power, mW | TNS (ps) |
|---|---|---|---|
| detailed placement | 1017 | 3.853 | -64740 |
| CTS | 678.3 | 5.557 | -35370 |
| finish | 681.8 | 5.484 | -34200 |
| global route | 696.2 | 5.738 | -36640 |
| global placement | 1027 | 3.842 | -65050 |
| floorplan | 471.9 | 3.240 | -30630 |
-- worst min-delay path: stages --
cell and delay (ps):
clkdlybuf4s50_1 440, clkinvlp_4 140, buf_4 160
No activity file was given, so power comes from the tool's default toggle rates.
