`/design/flow/run.sh`:
```
#!/bin/bash
# OpenROAD 26Q1-2900-gdf79404cd8, Yosys 0.63+post, stock flow scripts
make -C /OpenROAD-flow-scripts/flow DESIGN_CONFIG=/design/flow/config.mk WORK_HOME=/design/flow/orfs finish
```
`/design/flow/config.mk`:
```
export PLATFORM = sky130hd
export DESIGN_NAME = iDecode
export DESIGN_NICKNAME = iDecode
export VERILOG_FILES = /design/flow/design.v
export SDC_FILE = /design/flow/constraint.sdc
export NUM_CORES = 4
export LEC_CHECK = 1
export CORE_UTILIZATION = 30
export SYNTH_HDL_FRONTEND = slang
```
`/design/flow/constraint.sdc`:
```
current_design iDecode

set clk_period 2.6
set clk_io_pct 0.2

create_clock -name clk0 -period $clk_period [get_ports {clk}]

set non_clock_inputs [all_inputs -no_clocks]
set_input_delay [expr $clk_period * $clk_io_pct] -clock clk0 $non_clock_inputs
set_output_delay [expr $clk_period * $clk_io_pct] -clock clk0 [all_outputs]
```
`/design/flow/design.v`:
```
`timescale 1ns / 1ps
   -1
module buffer_IDEX (
    input clk,
    input reset,
    input [32-1:0] nPC_in,
    input [32-1:0] A_in,
    input [32-1:0] B_in,
    input [32-1:0] SE_in,
    input [4:0] RT_in,
    input [4:0] RD_in,
    input [1:0] ALUOp_in,
    input ALUSrc_in,
    input Branch_in,
    input MemRead_in,
    input MemWrite_in,
    input MemtoReg_in,
    input RegWrite_in,
    input RegDst_in,
    output reg [32-1:0] nPC_out,
    output reg [32-1:0] A_out,
    output reg [32-1:0] B_out,
    output reg [32-1:0] SE_out,
    output reg [4:0] RT_out,
    output reg [4:0] RD_out,
    output reg [1:0] ALUOp_out,
    output reg ALUSrc_out,
    output reg Branch_out,
    output reg MemRead_out,
    output reg MemWrite_out,
    output reg MemtoReg_out,
    output reg RegWrite_out,
    output reg RegDst_out
    );
    always@(negedge(clk),posedge(reset))
    begin
        if (reset)
          begin
            nPC_out<=32'b0;
            A_out<=32'b0;
            B_out<=32'b0;
            SE_out<=32'b0;
            RT_out<=5'b0;
            RD_out<=5'b0;
            ALUOp_out<=2'b0;
            ALUSrc_out<=1'b0;
            Branch_out<=1'b0;
            MemRead_out<=1'b0;
            MemWrite_out<=1'b0;
            MemtoReg_out<=1'b0;
            RegWrite_out<=1'b0;
            RegDst_out<=1'b0;
          end
        else
          begin  
              nPC_out<=nPC_in;
              A_out<=A_in;
              B_out<=B_in;
              SE_out<=SE_in;
              RT_out<=RT_in;
              RD_out<=RD_in;
              ALUOp_out<=ALUOp_in;
              ALUSrc_out<=ALUSrc_in;
              Branch_out<=Branch_in;
              MemRead_out<=MemRead_in;
              MemWrite_out<=MemWrite_in;
              MemtoReg_out<=MemtoReg_in;
              RegWrite_out<=RegWrite_in;
              RegDst_out<=RegDst_in;
          end
    end
    endmodule
`timescale 1ns / 1ps
   -1
module control(
    input [5:0] Opcode,
    output reg  RegDst,
    output reg  Branch,
    output reg  MemRead,
    output reg  MemtoReg,
    output reg  [1:0] ALUOp,
    output reg  MemWrite,
    output reg  ALUSrc,
    output reg  RegWrite
    );
    always@(*) begin
        case (Opcode)
        6'b000000: begin
                RegDst<=1;
                Branch<=0;
                MemRead<=0;
                MemtoReg<=0;
                ALUOp<=2'b10;
                MemWrite<=0;
                ALUSrc<=0;
                RegWrite<=1;
            end
        6'b100011: begin
                RegDst<=0;
                Branch<=0;
                MemRead<=1;
                MemtoReg<=1;
                ALUOp<=2'b00;
                MemWrite<=1;
                ALUSrc<=1;
                RegWrite<=1;
            end
        6'b101011: begin
                RegDst<=0;
                Branch<=0;
                MemRead<=0;
                MemtoReg<=0;
                ALUOp<=2'b00;
                MemWrite<=1;
                ALUSrc<=1;
                RegWrite<=0;
            end
        6'b000100: begin
                RegDst<=0;
                Branch<=1;
                MemRead<=0;
                MemtoReg<=0;
                ALUOp<=2'b01;
                MemWrite<=0;
                ALUSrc<=0;
                RegWrite<=0;
            end
        default: begin
                RegDst<=1;
                Branch<=1;
                MemRead<=1;
                MemtoReg<=1;
                ALUOp<=2'b00;
                MemWrite<=1;
                ALUSrc<=1;
                RegWrite<=1;
            end
        endcase
    end
endmodule
`timescale 1ns / 1ps
   -1
module iDecode(
    input clk,
    input reset,
    input [32-1:0] nPC,
    input [32-1:0] IR,   
    input [32-1:0] Result,
    input [4:0] WriteAddress,
    input RegWrite_in,
    output [32-1:0] nPCout,
    output [32-1:0] A,
    output [32-1:0] B,
    output [32-1:0] SE,
    output [4:0] RT,
    output [4:0] RD,
    output [1:0] ALUOp,
    output ALUSrc,
    output Branch,
    output MemRead,
    output MemWrite,
    output MemtoReg,
    output RegWrite,
    output RegDst
    );
    wire [32-1:0] A_nb;
    wire [32-1:0] B_nb;
    wire [32-1:0] SE_nb;
    wire [1:0] ALUOp_nb;
    wire ALUSrc_nb;
    wire Branch_nb;
    wire MemRead_nb;
    wire MemWrite_nb;
    wire MemtoReg_nb;
    wire RegWrite_nb;
    wire RegDst_nb;
    control  TheControl(
    .Opcode(IR[31:26]),
    .RegDst(RegDst_nb),
    .Branch(Branch_nb),
    .MemRead(MemRead_nb),
    .MemtoReg(MemtoReg_nb),
    .ALUOp(ALUOp_nb),
    .MemWrite(MemWrite_nb),
    .ALUSrc(ALUSrc_nb),
    .RegWrite(RegWrite_nb)
    );
    regfile myRegfile(
    .clk(clk),
    .reset(reset),
    .write(RegWrite_in),
    .address_A(IR[25:21]),
    .address_B(IR[20:16]),
    .address_dest(WriteAddress),
    .write_data(Result),
    .A(A_nb),
    .B(B_nb)
    );
    sign_extender mySE(
    .in(IR[15:0]),
    .out(SE_nb)
    );
    buffer_IDEX bufid(
        .clk(clk),
        .reset(reset),
        .nPC_in(nPC),
        .A_in(A_nb),
        .B_in(B_nb),
        .SE_in(SE_nb),
        .RT_in(IR[20:16]),
        .RD_in(IR[15:11]),
        .ALUOp_in(ALUOp_nb),
        .ALUSrc_in(ALUSrc_nb),
        .Branch_in(Branch_nb),
        .MemRead_in(MemRead_nb),
        .MemWrite_in(MemWrite_nb),
        .MemtoReg_in(MemtoReg_nb),
        .RegWrite_in(RegWrite_nb),
        .RegDst_in(RegDst_nb),
        .nPC_out(nPCout),
        .A_out(A),
        .B_out(B),
        .SE_out(SE),
        .RT_out(RT),
        .RD_out(RD),
        .ALUOp_out(ALUOp),
        .ALUSrc_out(ALUSrc),
        .Branch_out(Branch),
        .MemRead_out(MemRead),
        .MemWrite_out(MemWrite),
        .MemtoReg_out(MemtoReg),
        .RegWrite_out(RegWrite),
        .RegDst_out(RegDst)
        );
endmodule
`timescale 1ns / 1ps
   -1
module regfile#(
    parameter SIZE=32, bits=(SIZE <= 2) ? 1 : 
   (SIZE <= 4) ? 2 : 
   (SIZE <= 8) ? 3 : 
   (SIZE <= 16) ? 4 : 
   (SIZE <= 32) ? 5 : 
   (SIZE <= 64) ? 6 : 
   (SIZE <= 128) ? 7 : 
   (SIZE <= 256) ? 8 : 
   (SIZE <= 512) ? 9 : 
   (SIZE <= 1024) ? 10 : 
   (SIZE <= 2048) ? 11 : 
   (SIZE <= 4096) ? 12 : 
   (SIZE <= 8192) ? 13 : 
   (SIZE <= 16384) ? 14 : 
   (SIZE <= 32768) ? 15 : 
   (SIZE <= 65536) ? 16 :)(
    input clk,
    input reset,
    input write,
    input [(bits - 1):0] address_A,
    input [(bits - 1):0] address_B,
    input [(bits - 1):0] address_dest,
    input [32 - 1:0] write_data,
    output reg [32 - 1:0] A=32'b0,
    output reg [32 - 1:0] B=32'b0
    );
    reg[32 - 1:0] rf [SIZE-1:0];
    always @(negedge(clk))begin
        if (write) begin
        rf[address_dest] <= write_data;
        end
    end
    always @(posedge(clk))begin
        B <= rf[address_B];
        A <= rf[address_A];
    end
    initial
        $readmemh("../../../../testfiles/sumR.data", rf);
endmodule
`timescale 1ns / 1ps
   -1
module sign_extender(
    input [(32/2)-1:0] in,
    output [32-1:0] out
    );
    assign out = {{(32/2){in[(32/2-1)]}} , in };
endmodule
```
==> impl_report.txt <==
RUN METRICS
----------------------------------------------------
[Status]
  Run status ........................ finished with violations
  Failing checks ........................ setup timing

[Setup path]
  Highest net fanout along the worst path ........................ 3
  Required time of the critical path ........................ approximately 2.1 ns
  WS Path Type ........................ reg2out
  CP endpoint kind ........................ output pin
  Critical path launch point type ........................ flop
  Worst-path cell with the longest stage delay ........................ dfrtn_1
  Crit path cell chain ........................ buf_6 > buf_16 > buf_6 > buf_6 > buf_6
  CP dominant cell by count ........................ buf_6
  Delay of the slowest cell on the worst path ........................ roughly 0.45 ns
  Arrival time at the worst endpoint ........................ a little under 3 ns

[Die]
  Standard cell core area ........................ 176,000 um^2
  Total die area ........................ approximately 180,000 um^2
  Chip width ........................ roughly 420 um
  Count of boundary I/O pins ........................ approximately 250
  Initial standard-cell utilization of the core ........................ 0.303
  Height of the chip ........................ roughly 420 um
  Std-Cell Rows ........................ 154

[Clocking]
  Inserted Clock Buffers ........................ about 140
  Clock transition at the register clock pins on the worst setup and hold paths after CTS ........................ 0.06 ns
  Library cell used as clock root buffer ........................ clkbuf_16
  Clock insertion delay at the later pin of the skew report ........................ roughly 0.8 ns
  CTS tree ........................ built
  Clock sink count ........................ around 1,200
  Depth of the CTS H-tree ........................ 4
  Longest Clk Path Bufs ........................ 3

[Global routing]
  Largest net degree at the start of global routing ........................ approximately 50
  Global-route wire length before repair ........................ 263,000 um
  Peak-usage layer in the global routing report ........................ met2
  GRT met2 Usage ........................ 0.311
  Global-route usage over all layers ........................ 0.211
  Met3 global-route usage ........................ 0.143
  Antenna violations before repair ........................ 7
  Vias in the first global route ........................ between 40,000 and 50,000
  Gr ovfl total ........................ 0
  Met1 track demand over resource ........................ 0.237

[Final timing]
  Final hold vios ........................ 0
  Fin Hold WS ........................ roughly 0.55 ns
  Max-slew headroom at the worst pin ........................ 0.655
  # setup viols final ........................ 207
  Clock tree skew after final layout ........................ roughly 0.084 ns
  RSZ-0062 raised after global routing ........................ true
  Setup slack after layout ........................ -0.888 ns
  Actual transition at the worst max-transition pin ........................ 0.517 ns
  Final tally of max-slew violations ........................ 0

[Routing]
  Residual DRC count ........................ 0
  Count of antenna-violating nets left after detailed routing ........................ 0
  Iteration-0 DRC count of the detailed router ........................ ~2,300
  Number of vias per cell ........................ 5.00
  Wirelength per Cell ........................ between 20 and 25 um
  Total detailed-routing wirelength ........................ 181,000 um
  Total via count after detailed routing ........................ between 30,000 and 40,000
  DRT Pass-1 Iters ........................ 29

[Placement]
  Quantity of I/O buffers inserted on ports ........................ ~250
  Detailed Place HPWL ........................ 116,000 um
  RD Place Congestion ........................ 0.920
  Post-Place Cell Area ........................ 63,100 um^2

[Final layout]
  Area growth syn-to-layout ........................ 37.0%
  Final standard cell area without fillers ........................ between 70,000 and 80,000 um^2
  Proportion of layout cells with a drive suffix above 1 ........................ 0.204
  FILL cells ........................ ~16,000

[Logic synthesis]
  Syn. warnings ........................ 0
  Per-instance average area after synthesis ........................ about 15 um^2
  Ys flop type ........................ edfxtp_1
  Number of instances in the synthesized netlist ........................ roughly 3,600
  Fraction of synthesized cell area taken by the top area cell type ........................ 0.576
  Number of enable-type register cells in the synthesized netlist ........................ 1,024
  Ys cells ........................ 3,614
  Register area share after synthesis ........................ 0.658
  Leading cell types by total area after synthesis ........................ edfxtp_1 (58%), mux2i_1 (19%), dfrtn_1 (5.8%)
  #FFs+latches synth ........................ 1,212
  Summed standard-cell area reported by yosys ........................ roughly 53,000 um^2
  Most area-hungry cell type in the Yosys netlist ........................ edfxtp_1
  Unique cell types ........................ 31
  Synthesized cell area ........................ about 53,000 um^2
  Async SR Flop Fraction ........................ 0.102
  Commonest cells post-synth ........................ edfxtp_1 (1,024), mux2i_1 (1,024), nand2_1 (197)

[Job]
  OpenROAD warnings ........................ 1,030
  Total of max-cap violations ........................ 0

[Pwr]
  VDD IR-drop max ........................ about 0.47 mV
  Total power density per cell area ........................ 726 nW/um^2
  Design Power ........................ 53.1 mW
  Leakage power figure ........................ 31.8 nW

[Worst hold path]
  Path category of the worst min-delay check ........................ in2reg

----------------------------------------------------
## path summary, 6_finish.rpt
kind	from	to	slack, ns	cells after the start
min in group asynchronous	reset	bufid.SE_out[8]$_DFF_NP0_	1.41	3
max in group asynchronous	reset	bufid.A_out[2]$_DFF_NP0_	0.82	4
hold / removal	IR[21]	myRegfile.A[29]$_DFF_P_	0.55	6
setup reg to reg	myRegfile.rf[7][11]$_DFFE_NP_	myRegfile.A[11]$_DFF_P_	-0.15	6
hold reg to reg	myRegfile.A[1]$_DFF_P_	bufid.A_out[1]$_DFF_NP0_	1.58	0
setup / recovery	bufid.RD_out[4]$_DFF_NP0_	SE[24]	-0.89	5
## per-layer routing
metal,share of wire,wire length [um]
met1,0.35,63700
met2,0.46,83400
met3,0.14,26100
met4,0.042,7700
met5,0.0016,282
## placed cells by master (no fill, tap or decap), types with 4 or more instances in the layout
cell type / instances
dfrtn_1: 124
nand2_1: 193
buf_16: 11
nand3b_1: 5
nor2b_4: 4
nor2_4: 36
clkinv_8: 5
clkdlybuf4s50_1: 93
nand3_4: 30
nor2_1: 4
buf_6: 50
nand3_1: 136
inv_4: 13
mux2i_1: 1024
buf_12: 163
nand3_2: 29
clkbuf_1: 5
clkbuf_16: 146
edfxtp_1: 1024
a31oi_4: 41
a22o_1: 125
clkinvlp_2: 24
a31oi_1: 16
nand2b_2: 4
inv_6: 14
clkinv_4: 4
a21oi_1: 192
inv_1: 1034
buf_2: 137
clkinv_2: 5
nor3_4: 35
nor3_2: 26
bufinv_16: 20
buf_4: 264
a31oi_2: 7
a22oi_1: 192
dfxtp_1: 64
## critical path, delay by kind of cell (launching register included)
kind                   cells  cell delay, ns
buffers and inverters      5            0.50
DFF                        1            0.45
## timing repair
action / 4_1_cts / 5_1_grt
setup buffers: 41 / 5
gates cloned: 14 / 1
pin swaps: 105 / 110
gates resized: 758 / 69
setup endpoints to repair: 1235 / 294
hold buffers: 0 / 0
## metrics by stage
stage | setup TNS, ns | cells | worst slack, ns | utilization
2_1_floorplan | -843.72 | 3614 | -0.904 | -
3_3_place_gp | -1322.46 | 6421 | -1.27 | 0.358
3_5_place_dp | -1325.96 | 6421 | -1.27 | 0.358
4_1_cts | -78.31 | 7694 | -0.937 | 0.414
5_1_grt | -79.13 | 7675 | -0.935 | 0.415
6_report | -68.19 | 7676 | -0.888 | 0.415
## kinds of logic (layout without fill, tap and decap cells)
logic type / count (synthesis) / in the layout / synth area share
AND/OR/NAND/NOR: 519 / 519 / 0.0439
buffers and inverters: 279 / 2000 / 0.0322
multiplexers: 1024 / 1024 / 0.192
flip-flops: 1212 / 1212 / 0.658
other: 0 / 1 / 0
AND-OR/OR-AND: 580 / 580 / 0.0741
## final cells by class
class / instances / area (um^2) / area share
Antenna cell: 1 / 2.50 / 0.0000342
Clock buffer: 150 / 3650 / 0.0499
Clock inverter: 1123 / 4980 / 0.0681
Inverter: 2 / 11.3 / 0.000154
Multi-Input combinational cell: 2123 / 18600 / 0.254
Sequential cell: 1212 / 35100 / 0.480
Tap cell: 2340 / 2930 / 0.0400
Timing Repair Buffer: 725 / 7860 / 0.107
## report_power, final
group / total [mW] / switching [mW] / leakage (nW) / internal, mW
logic: 4.66 / 2.68 / 12.8 / 1.98
registers: 22.0 / 0.208 / 11.2 / 21.8
clock network: 26.5 / 12.1 / 7.79 / 14.3
## flip-flops by register name, summed over array words and instances, names as in the netlist
register            flops
bufid.B_out            32
myRegfile.rf         1024
bufid.ALUOp_out         2
bufid.ALUSrc_out        1
bufid.RD_out            1
bufid.RegDst_out        1
bufid.nPC_out          32
bufid.RT_out            5
bufid.RegWrite_out      1
bufid.MemRead_out       1
bufid.Branch_out        1
myRegfile.B            32
bufid.A_out            32
bufid.SE_out           15
myRegfile.A            32
Power is estimated from default activity; no workload was simulated.
