## flow/config.mk

```make
export PLATFORM = sky130hd
export DESIGN_NAME = iExecute
export DESIGN_NICKNAME = iExecute
export VERILOG_FILES = /design/flow/design.v
export SDC_FILE = /design/flow/constraint.sdc
export NUM_CORES = 4
export LEC_CHECK = 1
export CORE_UTILIZATION = 40
export SYNTH_HDL_FRONTEND = slang
```

## flow/constraint.sdc

```tcl
current_design iExecute

set clk_period 1.0
set clk_io_pct 0.2

create_clock -name clk0 -period $clk_period [get_ports {clk}]

set non_clock_inputs [all_inputs -no_clocks]
set_input_delay [expr $clk_period * $clk_io_pct] -clock clk0 $non_clock_inputs
set_output_delay [expr $clk_period * $clk_io_pct] -clock clk0 [all_outputs]
```

## flow/design.v

```verilog
`timescale 1ns / 1ps
   -1
module ALU(
    input [32-1:0] A,
    input [32-1:0] B,
    input [3:0] ALU_control,
    output reg[32-1:0] ALUresult,
    output zero
    );
    assign zero = (A==B) ;  
    always@(*) begin
    case (ALU_control)
    4'b0010 : ALUresult = A + B;
    4'b0110 : ALUresult = A - B;
    4'b0000 : ALUresult = A & B;
    4'b0001  : ALUresult = A | B;
    4'b1100 : ALUresult = ~(A | B);
    4'b0111 : if (A < B)
                ALUresult = 4'h0001;
                else
                ALUresult = 4'h0000;
    endcase
    end
endmodule
`timescale 1ns / 1ps
   -1
module ALU_control(
    input [1:0] ALUOp,
    input [5:0] funct,
    output reg  [3:0] ALU_control
    );
    always@(*) begin
    case (ALUOp)
    2'b00 : ALU_control = 4'b0010;
    2'b01 : ALU_control = 4'b0110;
    2'b10   :
                case (funct)
                6'b100000 : ALU_control = 4'b0010;
                6'b100010 : ALU_control = 4'b0110;
                6'b100100 : ALU_control = 4'b0000;
                6'b100101  : ALU_control = 4'b0001;
                6'b100111 : ALU_control = 4'b1100;
                6'b101010 : ALU_control = 4'b0111;
                endcase
    default    : ALU_control = 4'b0000;    
                endcase
    end
endmodule
`timescale 1ns / 1ps
   -1
module adder(
    input [32-1:0] Ain,
    input [32-1:0] Bin,
    output [32-1:0] add_out
    );
    assign add_out = Ain+Bin;
endmodule
`timescale 1ns / 1ps
   -1
module buffer_exmem(
    input clk, 
    input reset,
    input [32-1:0] Branch_Target_in,
    input [32-1:0] Result_in,
    input [32-1:0] MemWriteData_in,
    input [4:0] RegDstAddress_in,
    input zero_in,
    input Branch_in, 
    input MemRead_in, 
    input MemWrite_in, 
    input MemtoReg_in, 
    input RegWrite_in,
    output reg [32-1:0] Branch_Target_out,
    output reg [32-1:0] Result_out,
    output reg [32-1:0] MemWriteData_out,
    output reg [4:0] RegDstAddress_out,
    output reg zero_out,
    output reg Branch_out, 
    output reg MemRead_out, 
    output reg MemWrite_out, 
    output reg MemtoReg_out, 
    output reg RegWrite_out
);
always@(negedge(clk),posedge(reset))
begin
    if (reset)
      begin
        Branch_Target_out<=32'b0;
        Result_out<=32'b0;
        MemWriteData_out<=32'b0;
        RegDstAddress_out<=5'b0;
        zero_out<=1'b0;
        Branch_out<=1'b0; 
        MemRead_out<=1'b0;
        MemWrite_out<=1'b0;
        MemtoReg_out<=1'b0;
        RegWrite_out<=1'b0;
      end
    else
      begin  
        Branch_Target_out<=Branch_Target_in;
        Result_out<=Result_in;
        MemWriteData_out<=MemWriteData_in;
        RegDstAddress_out<=RegDstAddress_in;
        zero_out<=zero_in;
        Branch_out<=Branch_in; 
        MemRead_out<=MemRead_in;
        MemWrite_out<=MemWrite_in;
        MemtoReg_out<=MemtoReg_in;
        RegWrite_out<=RegWrite_in;
      end
end
endmodule
`timescale 1ns / 1ps
   -1
module iExecute(
    input clk,
    input reset,
    input [32-1:0] n_PCin,
    input [32-1:0] A,
    input [32-1:0] B,
    input [32-1:0] SE,
    input [4:0] RT,
    input [4:0] RD,
    input [1:0] ALUOp,
    input ALUSrc,
    input RegDst,
    input Branch_in,
    input MemRead_in,
    input MemWrite_in,
    input RegWrite_in,
    input MemtoReg_in,
    output [32-1:0] Branch_Target,
    output [32-1:0] Result,
    output [32-1:0] MemWriteData,
    output [4:0] RegDstAddress,
    output zero,
    output Branch_out,
    output MemRead_out,
    output MemWrite_out,
    output RegWrite_out,
    output MemtoReg_out
    );
    wire [32-1:0] Data2;
    wire [3:0] ALUoperation;
    wire [32-1:0] Branch_Target_nb;
    wire [32-1:0] Result_nb;
    wire [4:0] RegDstAddress_nb;
    wire zero_nb;
mux#(32) alu_mux(
    .Ain(B),
    .Bin(SE),
    .control(ALUSrc),
    .mux_out(Data2)
    );
adder branch_target_calculator(
    .Ain(n_PCin),
    .Bin(SE),
    .add_out(Branch_Target_nb)
    );
ALU myALU(
    .A(A),
    .B(Data2),
    .ALU_control(ALUoperation),
    .ALUresult(Result_nb),
    .zero(zero_nb)
    );
ALU_control ALUcont(
    .ALUOp(ALUOp),
    .funct(SE[5:0]),
    .ALU_control(ALUoperation)
    );
mux#(5) RegDstMux(
    .Ain(RT),
    .Bin(RD),
    .control(RegDst),
    .mux_out(RegDstAddress_nb)
    );
buffer_exmem BufEXMEM(
    .clk(clk), 
    .reset(reset),
    .Branch_Target_in(Branch_Target_nb),
    .Result_in(Result_nb),
    .MemWriteData_in(B),
    .RegDstAddress_in(RegDstAddress_nb),
    .zero_in(zero_nb),
    .Branch_in(Branch_in), 
    .MemRead_in(MemRead_in), 
    .MemWrite_in(MemWrite_in), 
    .MemtoReg_in(MemtoReg_in), 
    .RegWrite_in(RegWrite_in),
    .Branch_Target_out(Branch_Target),
    .Result_out(Result),
    .MemWriteData_out(MemWriteData),
    .RegDstAddress_out(RegDstAddress),
    .zero_out(zero),
    .Branch_out(Branch_out), 
    .MemRead_out(MemRead_out), 
    .MemWrite_out(MemWrite_out), 
    .MemtoReg_out(MemtoReg_out), 
    .RegWrite_out(RegWrite_out)
);
endmodule
`timescale 1ns / 1ps
   -1
module mux#(
    parameter SIZE=8)(
    input [SIZE-1:0] Ain,
    input [SIZE-1:0] Bin,
    input control,
    output [SIZE-1:0] mux_out
    );
    assign mux_out = control?Bin:Ain;
endmodule
```

## flow/run.sh

```bash
#!/bin/bash
# OpenROAD 26Q1-2900-gdf79404cd8, Yosys 0.63+post, stock flow scripts
make -C /OpenROAD-flow-scripts/flow DESIGN_CONFIG=/design/flow/config.mk WORK_HOME=/design/flow/orfs finish
```

==> changes_impl.md <==
## Implementation

* Complex-gate fraction of the synthesized area at 0.256
* Share of cells above drive strength 1 at 0.353
* Reg clk slew, reported paths at about 60 ps
* Yosys stat cell total at 1,205
* Final Worst Setup Slack at -1850 ps
* Die X at between 150 and 200 um
* Synth area leader: dfrtn_1
* Antenna violations before repair at 0
* Post-synthesis cell count at 1,205
* Worst Path Arrival at 2560 ps
* Hold WS at 413 ps
* Synth top area cells: dfrtn_1 25%, ha_1 16%, dlxtp_1 5.1%, a21oi_1 4.5%, inv_1 4.2%
* Initial Util at 0.407
* Final total power at ~0.018 W
* Total grt overflow at 0
* Post-DRT Antenna Nets at 0
* Yosys xor share at 0.0381
* Actual slew at the worst max-slew pin at 902 ps
* Num rows at slightly below 60
* Vias per inst at between 5 and 6
* Dpl ws at -2650 ps
* Final setup violation count at approximately 140
* I/O Pins at 256
* RSZ-0062 raised after global routing: yes
* H-tree depth at 3
* Final core utilization at 0.636
* DIE AREA at 0.0271 sq mm
* Failing checks: setup timing
* CTS tree: done
* Area grow syn2layout at 56.1%
* Log Warnings at about 100
* CP startpoint kind: input pin
* Core area at 0.0260 sq mm
* EDFF count, synth at 0
* First-pass GRT wire length at about 57,000 um
* CP required at 710 ps
* Max VDD drop at 0.694 mV
* WHS Path Cells at 1
* Pins Over Slew Limit at 0
* Register bit total from synthesis at about 140
* Synth Area in Simple Gates at 0.131
* DR DRC count at 0
* Max-Cap Viols at 0
* Crit path max fanout at 2
* Mean routed wirelength per cell at 18.1 um
* Multiplexer share at 0.0395
* Via count at 10,900
* Register pins left without a clock at 36
* Main logic family: AND-OR/OR-AND gates
* IO Port Bufs at 255
* Post-synth top flop: dfrtn_1
* HP Class: in -> reg
* Post-synth top cells: 138 x ha_1, 119 x inv_1, 110 x nor2_1
* Endpoints left unconstrained at 68
* Overall Global Routing Usage at 0.279
* Routability congestion estimate at 1.00
* Synth Warn # at 0
* Final HPWL DP at 29,100 um
* Leak pwr at 7.88 nW
* Die Height at 165 um
* Initial DRC count at 706
* Drt first pass iters at 7
* Synthesized area per cell at 8.78 sq um
* Largest net degree at the start of global routing at 31
* Status: finished, violations left
* Post-Syn Area at 0.0106 sq mm
* Fa+ha+maj area frac at 0.169
* Slew HR at 0.396
* Hold buffers post-CTS at 0
* Vias in the first global route at 10,200
* CTS Root Cell: clkbuf_16
* CP Capture Type: register
* Final hold viol count at 0
* Clk buf depth at 2
* Top-count cell post-synth: ha_1
* Yosys stat chip area at 0.0106 sq mm
* Asr flop ratio synth at 0.748
* Worst setup path class: in -> reg
* WL final at 37,400 um
* Cts bufs inserted at 9
* Filler Cells Inserted at 2,142
* Pwr per Cell Area at 1070 mW/mm^2
* Unique cell types at 86
* Area leader share at 0.253
-- sequential cells by signal, summed over array words and instances, names as in the netlist --
| signal | count |
|---|---|
| BufEXMEM.Branch_out | 1 |
| BufEXMEM.MemtoReg_out | 1 |
| BufEXMEM.MemWriteData_out | 32 |
| BufEXMEM.RegDstAddress_out | 5 |
| BufEXMEM.Branch_Target_out | 32 |
| BufEXMEM.MemWrite_out | 1 |
| BufEXMEM.zero_out | 1 |
| ALUcont.ALU_control | 4 |
| BufEXMEM.Result_out | 32 |
| BufEXMEM.MemRead_out | 1 |
| BufEXMEM.RegWrite_out | 1 |
| myALU.ALUresult | 32 |
-- worst paths after layout --
path	start	endpoint	slack, ps
setup / recovery	SE[0]	BufEXMEM.Branch_Target_out[24]	-1850
hold / removal	B[25]	BufEXMEM.MemWriteData_out[25]	410
max in group asynchronous	reset	BufEXMEM.Branch_Target_out[19]	50
min in group asynchronous	reset	BufEXMEM.Branch_Target_out[29]	580
-- area by class of cell --
cell class	instances	area, sq um	share of cell area
Multi-Input combinational cell	896	7760	0.470
Sequential cell	143	3220	0.195
Timing Repair Buffer	557	4380	0.265
Clock inverter	6	60.1	0.00364
Inverter	119	450	0.0273
Clock buffer	10	229	0.0139
Antenna cell	1	2.50	0.000151
Tap cell	335	419	0.0254
-- logic make-up (layout without fill, tap and decap cells) --
kind of cell | Yosys count | count (layout)
xor gates and xnor gates | 46 | 46
latches | 36 | 36
and+or+nand+nor | 282 | 282
muxes | 41 | 41
buffers and inverters | 166 | 692
AOI/OAI and AO/OA | 386 | 386
adders and majority gates | 141 | 141
other | 0 | 1
DFF | 107 | 107
-- critical path, cell delays in order --
cell	delay, ps
buf_8	100
ha_4	150
inv_2	50
fa_2	210
nor2b_2	40
o21a_1	180
o21a_1	200
a21o_1	180
o31a_1	290
a211o_1	340
a31oi_4	160
nor2_1	60
o41a_1	390
-- layout by cell type, fill, tap and decap left out, types with 14 or more instances in the layout --
master and instances:
a21o_1 20, a21oi_1 81, a221oi_1 41, buf_2 112
buf_4 275, buf_6 24, clkdlybuf4s50_1 67, dfrtn_1 107
dlxtp_1 36, dlygate4sd2_1 40, ha_1 100, ha_4 36
inv_1 112, mux2i_1 14, nand2_1 42, nor2_1 105
nor2b_1 19, nor3_1 16, o21a_1 17, o21ai_0 60
o21bai_1 17, xnor2_1 29, xor2_1 15
-- per-stage QoR --
stage | instances | instance area, sq um | setup TNS (ps)
final | 2067 | 16500 | -97160
after CTS | 2049 | 16000 | -99590
after detailed placement | 2003 | 15600 | -172900
after global routing | 2066 | 16500 | -102440
after floorplan | 1205 | 10900 | -140250
after global placement | 2003 | 15600 | -172360
-- routing by layer --
layer  vias up  share of wire  track usage
met4         0          0.019       0.0459
li1       5379              -            -
met1      5130           0.46        0.423
met3        30          0.064       0.0376
met5         -              0            0
met2       384           0.46        0.438
-- where the power goes --
part	switching [W]	internal (W)	total [W]	leakage (nW)
combinational	0.00410	0.00430	0.00840	6.21
clock	0.00193	0.00175	0.00368	0.134
sequential	0.000220	0.00537	0.00558	1.53
total	0.00625	0.0114	0.0177	7.88
-- what timing repair did --
action / CTS / global route
buffers inserted: 35 / 23
resized: 543 / 109
pin swaps: 70 / 71
endpoints found under the setup margin: 150 / 155
No activity file was given, so power comes from the tool's default toggle rates.
